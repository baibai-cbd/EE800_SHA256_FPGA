==> design.v <==
module rightrotate6(input clk,reset,
						  input  [31:0]x,
						  output logic [31:0]y);
parameter DIGITS=6;
	always_ff @ (posedge clk)
		begin
			y[31:(32-DIGITS)] <= x[(DIGITS-1):0];
			y[(31-DIGITS):0] <= x[31:DIGITS];
		end
endmodule
module new_rightrotater (input  [31:0]x,
								 output [31:0]y);
parameter DIGITS=6;
assign y = {x[(DIGITS-1):0], x[31:DIGITS]};
endmodule
module rightshifter (input  [31:0]x,
							output [31:0]y);
parameter DIGITS=3;
assign y = x >> DIGITS;							
endmodule
==> run.sh <==
#!/bin/bash
# OpenROAD 26Q1-2900-gdf79404cd8, Yosys 0.63+post, stock flow scripts
make -C /OpenROAD-flow-scripts/flow DESIGN_CONFIG=/design/flow/config.mk WORK_HOME=/design/flow/orfs finish
==> config.mk <==
export PLATFORM = sky130hd
export DESIGN_NAME = rightrotate6
export DESIGN_NICKNAME = rightrotate6
export VERILOG_FILES = /design/flow/design.v
export SDC_FILE = /design/flow/constraint.sdc
export NUM_CORES = 4
export LEC_CHECK = 1
export CORE_AREA = 10 10 91 91
export DIE_AREA = 0 0 101 101
==> constraint.sdc <==
current_design rightrotate6

set clk_period 1.0
set clk_io_pct 0.2

create_clock -name clk0 -period $clk_period [get_ports {clk}]

set non_clock_inputs [all_inputs -no_clocks]
set_input_delay [expr $clk_period * $clk_io_pct] -clock clk0 $non_clock_inputs
set_output_delay [expr $clk_period * $clk_io_pct] -clock clk0 [all_outputs]
==> results_slide.txt <==
Synthesis and Place & Route Summary

Final timing
  – Fmax: 1040 MHz
  – Worst hold slack: 0.351 ns
  – Clock period minus worst slack: 0.960 ns
  – Max-slew headroom: 95.3%
  – Post-route setup TNS: 0 ns
  – Final hold vios: 0
  – RSZ-0062 raised after global routing: false
  – Worst slew pin tran: 0.0709 ns
  – Period utilization: 96.0%
  – Worst setup margin: 0.0398 ns
  – Count of final setup violators: 0
  – Max-slew violations: 0

Synthesis
  – Synth area leader: dfxtp_1
  – Synth unique cells: 1
  – Cells after synthesis: 32
  – YS warnings: 1
  – Top cell area share: 100%
  – Sequential area share after synthesis: 100%
  – FF+latch count, synth: 32
  – # Cells Yosys: 32
  – YS chip area: 641 sq um
  – Syn avg cell area: 20.0 sq um
  – Top cells, area: dfxtp_1 (100%)
  – Syn Std Cell Area: 641 sq um

Routing
  – Number of DRC markers in iteration 0: 1
  – Antenna Diode Count: 0
  – Total Wirelength: 2200 um
  – DRC viols: 0
  – Wire per inst: 12.2 um
  – First-pass detailed-route iteration total: 4
  – Routed vias/inst: 2.72
  – Via count: 492
  – Antenna-violating nets left: 0

Power
  – Worst vdd ir: 0.771 mV
  – Power Density: 2010 mW/mm^2
  – P_int: 0.00224 W
  – Logic gate share of total power: 6.6%
  – Switching power: 0.000527 W
  – Sequential Power Share: 49.2%
  – Leak: 0.585 nW
  – Switching share of power: 19.0%
  – Clk network pwr share: 44.2%

Cells and area
  – Flop area: 649 sq um
  – Most common logic cell in the routed design: clkdlybuf4s50_1
  – Post-route cell area: 0.00138 sq mm
  – Biggest register: y
  – Top cells excl fill/tap: clkdlybuf4s50_1 (32), dfxtp_1 (25), clkbuf_2 (20)
  – Share of layout cells above drive strength 1: 37.5%
  – Fillers: 672
  – Comb gates: 0
  – Top Registers: y: 32 flops
  – P&R area growth vs syn: 115%
  – Logic cell area: 0 sq um
  – Max reg flops: 32

Global routing
  – Pin count of the biggest net entering global routing: 12
  – Initial antenna violation count: 0
  – GRT Residual Overflow: 0
  – Global-route wire length before repair: 3200 um
  – Number of global-route vias before repair: 543
  – Overall routing resource usage: 4.16%

Clocking
  – Clock-pin slew on the worst setup and hold paths: 0.07 ns
  – Htree depth: 2
  – Post-CTS Setup Repair Bufs: 0
  – CTS Root Cell: clkbuf_8
  – CTS tree: yes
  – Clock tree buffer depth: 2
  – Clk sinks: 32
  – CTS buffer count: 5

Worst setup path
  – Slowest cell on the critical path: dfxtp_1
  – Critical Path Fanout Max: 1
  – Worst endpoint data arrival time: 0.76 ns
  – Critical path endpoint category: output pin
  – Critical Path RT: 0.80 ns
  – CP Cell Sequence: clkdlybuf4s15_1
  – Critical path buffer and inverter count: 1
  – Crit path largest cell delay: 0.31 ns
  – Critical path's top delay family: flip-flops
  – Critical path startpoint category: flop
  – WP depth: 1
  – Kind of critical path: flop to output pin
  – Crit path launch: y[5]

Floorplan
  – Core outline area: 0.00635 sq mm
  – Initial Utilization: 10.1%
  – Die area: 0.0102 sq mm
  – Ports: 66
  – Die Y: 101 um
  – Die X: 101 um
  – Std-Cell Rows: 29

Place
  – Area of placed instances: 0.00138 sq mm
  – Pre-CTS setup slack: 0.0180 ns
  – Final Wtd Congestion: 0.681
  – I/O Buffers: 64

Outcome
  – Status: finished, final reports clean

Min path
  – Worst Hold Class: input pin to flop
  – Hold depth: 1
  – Hold_sp: x[27]

Run
  – Log Warnings: 26
  – Max_cap viols: 0
-- timing repair --
action / in CTS / in global routing
gates resized: 73 / 26
pin swaps: 0 / 0
hold buffers: 0 / 0
setup endpoints to repair: 32 / 20
-- Yosys cell counts --
cell type / number
dfxtp_1: 32
-- through the flow --
stage | total power (W) | util [%] | std cells
4_1_cts | 0.00287 | 23.2 | 181
2_1_floorplan | 0.00137 | - | 32
6_report | 0.00277 | 21.7 | 181
3_5_place_dp | 0.00163 | 21.7 | 173
3_3_place_gp | 0.00163 | 21.7 | 173
5_1_grt | 0.00292 | 21.7 | 181
-- cells by family after synthesis --
family	synth area share, %
flip-flops	100
-- final cells by class --
cell class | count | area share, %
clock buffer | 5 | 5.00
clock inverter | 3 | 3.09
sequential | 32 | 47.1
tap | 77 | 6.99
timing repair buffer | 64 | 37.8
-- layer usage --
metal / GRT usage [%] / wire (um) / vias to the layer above
met3: 3.74 / 398 / 5
met5: 0 / 0 / -
met2: 6.78 / 1050 / 35
li1: - / - / 237
met4: 0.857 / 43 / 0
met1: 3.80 / 712 / 215
-- power groups by stage --
| stage | registers, W | clock network [W] | logic, W |
|---|---|---|---|
| final | 0.00136 | 0.00122 | 0.000184 |
| after global routing | 0.00137 | 0.00135 | 0.000202 |
| after CTS | 0.00136 | 0.00130 | 0.000213 |
-- worst paths after layout --
check	end	slack, ns
worst min-delay path	y[21]	0.35
worst max-delay path	y[5]	0.04
Power and IR drop assume default switching activity.
